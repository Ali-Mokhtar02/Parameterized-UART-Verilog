<file path="/design/flow/constraint.sdc">
current_design Receiver_UART

set clk_period 2.3
set clk_io_pct 0.2

create_clock -name clk0 -period $clk_period [get_ports {clk}]
create_clock -name clk1 -period $clk_period [get_ports {tick}]

set non_clock_inputs [all_inputs -no_clocks]
set_input_delay [expr $clk_period * $clk_io_pct] -clock clk0 $non_clock_inputs
set_output_delay [expr $clk_period * $clk_io_pct] -clock clk0 [all_outputs]
</file>
<file path="/design/flow/design.v">
module Receiver_UART(rst_n,clk,tick,Rx,Rx_Dout,Rx_Done,data_error);
parameter NO_OF_BITS=8;
parameter PARITY_ENABLE=0;  
parameter STOP_BIT=1;   
input rst_n,clk,tick,Rx;  
output  Rx_Done;
output reg data_error;  
output [NO_OF_BITS-1:0] Rx_Dout;  
reg reg_rx_done;
reg [1+NO_OF_BITS+PARITY_ENABLE+1-1:0] reg_rx_dout ;    
reg[5:0] ticks_counter;  
reg[3:0] bits_counter;     
parameter IDLE=2'b00;	 
parameter START=2'b01;  
parameter STOP=2'b10;  
reg[1:0] cs,ns;
assign Rx_Dout= (cs==STOP && reg_rx_done)? reg_rx_dout[NO_OF_BITS:1] : 0  ;
assign Rx_Done = (cs==STOP && reg_rx_done)? 1 : 0 ;
always @(posedge clk or negedge rst_n) begin
	if (~rst_n) begin
		cs<=IDLE;
	end
	else begin
		cs<=ns;
	end
end
always @(posedge tick or negedge rst_n) begin
	if(~rst_n) begin
		ns<=IDLE;
		ticks_counter<=0;
		bits_counter<=0;
		reg_rx_dout<=0;
		reg_rx_done<=0;
		data_error<=0;
	end
	else begin
		reg_rx_done<=0;
		case(cs)
			IDLE: begin
				if(~Rx && !data_error) begin 
					if(ticks_counter<7) begin   
						ticks_counter<=ticks_counter+1;
						ns<=IDLE;
					end
					else begin
						reg_rx_dout[bits_counter]<=Rx;
						bits_counter<=bits_counter+1;
						ticks_counter<=0;
						ns<=START;
					end
				end
				else begin
					ticks_counter<=0;
					bits_counter<=0;
					ns<=IDLE;
				end
			end
			START: begin
				if(ticks_counter<15) begin
					ticks_counter<=ticks_counter+1;
					ns<=START;
				end
				else if( bits_counter < NO_OF_BITS+1) begin
					reg_rx_dout[bits_counter] <= Rx;
					bits_counter <= bits_counter+1;
					ticks_counter <= 0;  
					ns<=START;
					if(bits_counter== (NO_OF_BITS)) begin
						if(PARITY_ENABLE) begin
							ns <= START;
						end
						else begin
							ns<=STOP;
						end
					end
				end
				else begin  
					if(Rx!= ^reg_rx_dout[8:1]) begin
						data_error<=1;
						ns<=IDLE;
					end 
					else begin
						reg_rx_dout[bits_counter]<= Rx;
						bits_counter<=bits_counter+1;
						ticks_counter<=0;
						ns<=STOP;
					end
				end
			end
			STOP: begin
				if(STOP_BIT) begin  
					if(ticks_counter<15) begin
						ticks_counter<=ticks_counter +1;
						ns<=STOP;
					end
					else begin
						if(ticks_counter==15) begin
							reg_rx_dout[bits_counter]<=Rx;
							reg_rx_done<=1;
							ticks_counter<=ticks_counter+1;
							ns<=STOP;
						end
						else if(ticks_counter<23) begin
							ticks_counter<=ticks_counter+1;
							reg_rx_done<=0;
							ns<=STOP;
						end
						else begin
							ticks_counter<=0;  
							bits_counter<=0;
							ns<=IDLE;
						end
					end
				end
				else begin  
					if(ticks_counter<30) begin
						ticks_counter<=ticks_counter +1;
						ns<=STOP;
					end
					else begin
						if(ticks_counter==30) begin
							reg_rx_dout[bits_counter]<=Rx;
							reg_rx_done<=1;
							ticks_counter<=ticks_counter+1;
							ns<=STOP;
						end
						else if(ticks_counter<38) begin
							ticks_counter<=ticks_counter+1;
							reg_rx_done<=0;
							ns<=STOP;
						end
						else begin
							ticks_counter<=0;  
							bits_counter<=0;
							ns<=IDLE;
						end
					end
				end
			end
			default: ns<=IDLE;
		endcase
	end
end
endmodule
</file>
<file path="/design/flow/run.sh">
#!/bin/bash
# OpenROAD 26Q1-2900-gdf79404cd8, Yosys 0.63+post, stock flow scripts
make -C /OpenROAD-flow-scripts/flow DESIGN_CONFIG=/design/flow/config.mk WORK_HOME=/design/flow/orfs finish
</file>
<file path="/design/flow/config.mk">
export PLATFORM = sky130hd
export DESIGN_NAME = Receiver_UART
export DESIGN_NICKNAME = Receiver_UART
export VERILOG_FILES = /design/flow/design.v
export SDC_FILE = /design/flow/constraint.sdc
export NUM_CORES = 4
export LEC_CHECK = 1
export CORE_AREA = 10 10 108 108
export DIE_AREA = 0 0 118 118
</file>
==> metrics.csv <==
stage,metric,value,unit
run_status,status,"complete, no violations",
placement,gp_congestion,0.849,
global_route,grt_max_degree,25,
timing,finalHoldViolations,0,
global_route,grt_pass1_vias,1354,
critical_path,r2r_slack,0.18,ns
worst_hold_path,holdPathEnd,cs[0],
power,power_frac_seq,0.282,
timing,skew,0.000814,ns
route,viasPerCell,4.17,
route,vias,1401,
cells_and_area,area.growth.synth_to_final,27.9,%
route,n_antenna_cell,0,
synth,ff_type,dfrtp_1,
power,power_frac_clock,0.169,
critical_path,reg2reg_from,ticks_counter[0],
timing,rsz0062_at_grt,false,
global_route,grt_overflow_total,0,
route,totalWireLength,3.83,mm
timing,setup_viol_count_final,0,
synth,ys_cells,181,
synth,avgSynthCellArea,9.26,sq um
route,first_iter_violations,46,
floorplan,io_pins,14,
run,maxCapViolations,0,
worst_hold_path,holdPathStages,0,
clock_tree,post_cts_buffers,0,
critical_path,end_kind,output port,
synth,syn-cell-area,1680,sq um
route,drtPass1Iterations,4,
clock_tree,cts_sinks,24,
synth,yosys.cell_types.count,51,
timing,relSlewSlack,0.644,
power,internal_power,1.35,mW
critical_path,cp-startpoint,cs[0],
power,p_leak,0.940,nW
floorplan,rows,35,
run,warnings,32,
synth,async_reset_ff_frac,1.00,
placement,dp_hpwl,2.95,mm
power,powerDensity,1040,nW/um^2
timing,drv_slew,0,
timing,setup_tns,0,ns
floorplan,core_area,9280,sq um
route,antenna_left,0,
synth,netlist.top_cell.by_area,dfrtp_1,
synth,top_cells_by_area,"dfrtp_1 (36%), ha_1 (6.7%), o31ai_1 (4.9%)",
global_route,antenna_found_initial,0,
cells_and_area,final_area,2140,sq um
power,p_sw,0.890,mW
placement,place_area,2040,sq um
cells_and_area,layout.area.comb,1020,sq um
floorplan,chip_area,13900,sq um
route,routedWlPerCell,11.4,um
power,combinationalPowerShare,0.549,
timing,tightest_slew,0.533,ns
global_route,grt_use_total,0.0550,
critical_path,path_cells,"inv_1, ha_2, and3_1, clkdlybuf4s50_1",
cells_and_area,layout-drive-gt1-share,0.174,
critical_path,path_max_fanout,13,
critical_path,critPathKind,flip-flop to output port,
critical_path,cpPeakStageDelay,0.47,ns
clock_tree,cts_tree,done,
critical_path,r2r_cells,8,
synth,synth-edff-count,0,
critical_path,cpMaxStageDelayCell,clkdlybuf4s50_1,
synth,ys_seq_frac,0.358,
critical_path,required,1.84,ns
cells_and_area,n_fill_cell,1030,
critical_path,r2r-end,reg_rx_dout[4],
power,p_sw_frac,0.398,
synth,yosys-stat-area,1680,sq um
synth,postSynthCellCount,181,
floorplan,die_h,118,um
critical_path,critPathLaunchType,flip-flop,
worst_hold_path,hp-class,flip-flop to flip-flop,
synth,yosysWarningCount,1,
cells_and_area,seq_area,601,sq um
worst_hold_path,holdCritStartpoint,ns[0],
floorplan,floorplan.core_util,0.180,
placement,port_buffers,12,
synth,ys.flops,24,
floorplan,die_width,118,um
critical_path,cp.arrival,1.68,ns
global_route,grt_pass1_wl,6.55,mm
route,drc,0,
clock_tree,clkTransAtPathRegs,0.08,ns
synth,yosysTopAreaCellShare,0.358,
power,ir_worst_vdd,0.414,mV
## cell families after synthesis
family,count (synthesis),synth area share
AND/OR/NAND/NOR,70,0.220
adder cells (fa/ha/maj),9,0.0672
buffers and inverters,18,0.0433
AND-OR/OR-AND,46,0.195
XOR/XNOR,6,0.0575
multiplexers,8,0.0583
flip-flops,24,0.358
## registers in the layout, summed over array words and instances, names as in the netlist
register and count:
reg_rx_dout 8, ticks_counter 6, bits_counter 4, cs 2, ns 2, data_error 1
reg_rx_done 1
## layout make-up
cell class                 instances  area share
multi-input combinational        139       0.478
sequential                        24       0.280
timing repair buffer              27       0.109
tap                              129      0.0754
clock buffer                       6      0.0386
inverter                          11      0.0193
## cells in the mapped netlist (2+ instances only)
master / instances
dfrtp_1: 24
nand2_1: 19
nor2_1: 12
inv_1: 11
o31ai_1: 11
a21oi_1: 9
ha_1: 9
and3_1: 8
nand3_1: 7
nor3_1: 6
o21ai_0: 5
clkbuf_1: 4
o21a_1: 4
mux2_4: 3
mux2i_1: 3
a21o_1: 2
a221o_1: 2
and2_1: 2
mux2_2: 2
nand2b_1: 2
nor3b_1: 2
nor4_1: 2
o211ai_1: 2
o22ai_1: 2
xnor2_1: 2
## cells in the final DEF, fill, tap and decap left out, types with 2 or more instances in the layout
| master | count |
|---|---|
| a21o_1 | 2 |
| a21oi_1 | 8 |
| a221o_1 | 2 |
| and2_1 | 2 |
| and3_1 | 8 |
| buf_4 | 15 |
| clkbuf_8 | 6 |
| clkdlybuf4s50_1 | 12 |
| dfrtp_1 | 24 |
| ha_1 | 7 |
| ha_2 | 2 |
| inv_1 | 11 |
| mux2_2 | 2 |
| mux2_4 | 3 |
| mux2i_1 | 3 |
| nand2_1 | 19 |
| nand2b_1 | 2 |
| nand3_1 | 7 |
| nor2_1 | 12 |
| nor3_1 | 6 |
| nor3b_1 | 2 |
| nor4_1 | 2 |
| o211ai_1 | 2 |
| o21a_1 | 4 |
| o21ai_0 | 5 |
| o22ai_1 | 2 |
| o31ai_1 | 11 |
| xnor2_1 | 2 |
## how the worst max path moves through the flow
| stage | endpoint | depth (start not counted) |
|---|---|---|
| after CTS | Rx_Dout[5] | 4 |
| after global routing | bits_counter[0] | 6 |
| final | Rx_Dout[5] | 4 |
## power by group through the flow
stage                 logic (mW)  registers (mW)  clock network, mW
after CTS                   1.22           0.627              0.393
after global routing        1.37           0.650              0.416
final                       1.23           0.631              0.377
## metrics by stage
stage	utilization	hold WS (ns)	setup slack (ns)	power (mW)	cells
after floorplan	-	0.164	0.133	1.52	181
after global placement	0.220	0.333	-0.0924	1.84	330
after detailed placement	0.220	0.335	-0.0904	1.85	330
after CTS	0.228	0.413	0.0105	2.24	336
after global routing	0.231	0.434	0.0514	2.43	336
final	0.231	0.407	0.159	2.24	336
## critical path: cells and delay by family, from the launching register on
kind | cells | cell delay (ns)
fa+ha+maj | 1 | 0.32
buf+inv | 2 | 0.56
flops | 1 | 0.39
simple gates | 1 | 0.20
## timing repair
item | in CTS | in global routing
gates resized | 0 | 4
setup endpoints to repair | 0 | 13
hold buffers | 0 | 0
## metal layers
metal / track usage / share of wire
met4: 0.0131 / 0.012
met2: 0.0885 / 0.47
met1: 0.0693 / 0.47
met3: 0.0190 / 0.053
met5: 0 / 0
No activity file was given, so power comes from the tool's default toggle rates.
