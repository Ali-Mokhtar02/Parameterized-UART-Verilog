### /design/flow/run.sh
#!/bin/bash
# OpenROAD 26Q1-2900-gdf79404cd8, Yosys 0.63+post, stock flow scripts
make -C /OpenROAD-flow-scripts/flow DESIGN_CONFIG=/design/flow/config.mk WORK_HOME=/design/flow/orfs finish
### /design/flow/config.mk
export PLATFORM = sky130hd
export DESIGN_NAME = TX_UART
export DESIGN_NICKNAME = TX_UART
export VERILOG_FILES = /design/flow/design.v
export SDC_FILE = /design/flow/constraint.sdc
export NUM_CORES = 4
export LEC_CHECK = 1
export CORE_AREA = 10 10 100 100
export DIE_AREA = 0 0 110 110
### /design/flow/constraint.sdc
current_design TX_UART

set clk_period 1.0
set clk_io_pct 0.2

create_clock -name clk0 -period $clk_period [get_ports {clk}]
create_clock -name clk1 -period $clk_period [get_ports {tick}]

set non_clock_inputs [all_inputs -no_clocks]
set_input_delay [expr $clk_period * $clk_io_pct] -clock clk0 $non_clock_inputs
set_output_delay [expr $clk_period * $clk_io_pct] -clock clk0 [all_outputs]
### /design/flow/design.v
module TX_UART(rst_n,clk,tx_start,tick,tx_din,tx,tx_done);
parameter NO_OF_BITS=8;
parameter PARITY_ENABLE=0;  
parameter STOP_BIT=1;   
input rst_n,clk;
input tx_start,tick;  
input [NO_OF_BITS-1:0] tx_din;
output reg tx;
output tx_done;
reg reg_tx_done;   
reg[5:0] tick_counter;  
reg[3:0] sent_bits_counter; 
reg [NO_OF_BITS-1:0] data_sent;  
parameter IDLE=2'b00;
parameter START=2'b01;  
parameter DATA=2'b10;  
parameter STOP=2'b11;  
reg[1:0] cs,ns;
assign tx_done= (cs===STOP && reg_tx_done===1)? 1: 0;
always @(posedge clk or negedge rst_n) begin
	if (~rst_n) begin
		cs<=IDLE;
	end
	else begin
		cs<=ns;
	end
end
always @(posedge tick or negedge rst_n) begin
	if(~rst_n) begin
		ns<=IDLE;
		tick_counter<=0;
		sent_bits_counter<=0;
		tx<=1; 
		reg_tx_done<=0;
		data_sent<=0;
	end
	else begin
		case(cs)
			IDLE: begin
				reg_tx_done<=0;
				tx<=1;
				if(tx_start) begin
					data_sent<=tx_din;
					tx<=0;  
					ns<=START;
				end		
				else
					ns<=IDLE;
			end
			START: begin  
				tx<=0;
				if(tick_counter<15) begin
					tick_counter<=tick_counter+1;
					ns<=START;
				end
				else begin
					tick_counter<=0;
					tx<=data_sent[sent_bits_counter];  
					ns<=DATA;
				end
			end
			DATA: begin  
				if(tick_counter<15) begin
					tick_counter<=tick_counter+1;
					ns<=DATA;
				end
				else if(sent_bits_counter< NO_OF_BITS) begin
						tx<=data_sent[sent_bits_counter+1];  
						tick_counter<=0;
						sent_bits_counter<=sent_bits_counter+1;
						ns<=DATA;
					if(sent_bits_counter== (NO_OF_BITS -1)) begin
						if(PARITY_ENABLE) begin
							tx<= ^data_sent[NO_OF_BITS-1:0];
							ns<= DATA;
						end
						else begin
							tx<=1;  
							tick_counter<=0;
							ns<=STOP;
						end
					end
				end
				else begin
					tx<=1;  
					tick_counter<=0; 
					ns<=STOP;
				end
			end
			STOP: begin
				tx=1;
				if(STOP_BIT) begin
					if(tick_counter<15) begin
						tick_counter<=tick_counter +1;
						ns<=STOP;
					end
					else begin
						tick_counter<=0;  
						sent_bits_counter<=0;
						reg_tx_done<=1;
						ns<=IDLE;
					end
				end
				else begin  
					if(tick_counter<30) begin
						tick_counter<=tick_counter +1;
						ns<=STOP;
					end
					else begin
						tick_counter<=0;
						sent_bits_counter<=0;
						reg_tx_done<=1;
						ns<=IDLE;
					end
				end
			end
			default: ns<=IDLE;
		endcase
	end
end
endmodule
==> results.yml <==
# synthesis and place-and-route metrics
synth:
  edf_count: 0
  most_common_cell: "dfrtp_1"
  flop_cell: "dfrtp_1"
  largest_area_cell: "dfrtp_1"
  ys_area_um2: 1177
  synthTopCellsByArea: "dfrtp_1 49%, mux2_2 9.6%, mux4_2 5.7%"
  syn_avg_cell_area_um2: 11.77
  yosys_cells: 100
  syn_inst: 100
  synthArstFlopShare_pct: 100.0
  synth_warnings: 1
  ys.flops: 24
  top_cells_by_count: "23 x dfrtp_1, 10 x mux2_2, 7 x nand2_1, 6 x a21oi_1"
  synth_cell_types: 34
  syn_area_um2: 1177
  ys_seq_share_pct: 51.12
  yosysTopAreaCellShare_pct: 48.88
grt:
  overflow: 0
  first_global_vias: 992
  antenna_found_initial: 0
  grt_max_degree: 17
  grt_usage_pct: 4.768
  grt_pass1_wl_um: 4664
setup_path:
  crit_slowest_cell: "a311o_2"
  endpoint_kind: "register"
  cpPeakStageDelay_ns: 0.41
  cp.required_ns: 1.15
  critPathKind: "register to register"
  crit_arrival_ns: 1.63
  worstPathMaxFanout: 7
  worstSetupStartpointType: "register"
  crit_path_cell_trace: "ha_2, a311o_2, nand2_4, nor2_4, o31a_1"
die:
  die-area_um2: 12100
  fp_util_pct: 15.08
  rows: 32
  die.size.x_um: 110
  die_y_um: 110
  io_pins: 14
  core_area_um2: 7807
placement:
  gp_congestion: 0.8551
  place_hpwl_um: 1920
  dp.cells: 237
  numPortBuffers: 12
  pre_cts_ws_ns: -0.4825
power:
  ir_worst_vdd_uv: 1094
  p_per_area_nw_per_um2: 2610
  p_leak_uw: 0.0008003
route:
  drtPass1Iterations: 4
  drc: 0
  drt_iter0_drc: 31
  ant_nets: 0
  wl_per_cell_um: 11.10
  vias_per_cell: 3.853
  vias: 971
  wirelength_um: 2798
  diodes: 0
run:
  tool_warnings: 29
  max-cap-violations: 0
sta:
  relSlewSlack_pct: 82.89
  hold_viol: 0
  setup_viol: 22
  setup_ws_ns: -0.4849
  finalSetupTns_ns: -7.138
  rsz0062_at_grt: "true"
  finalMaxSlewViolations: 0
  tightest_slew_ns: 0.2530
  whs_ns: 0.2656
  finClkSkew_ns: 0.005083
outcome:
  violations: "setup timing"
  status: "finished with violations"
clock_network:
  cts-hold-fix-buffers: 0
  path_clk_slew_ns: 0.08
  cts.sinks: 24
  cts_tree: "done"
cells_and_area:
  fillers: 800
  final_util_pct: 24.23
  area_delta_synth_final_pct: 60.68
  drive_gt1_share_pct: 50.00
  stdcell_count: 252
  logic_area_um2: 633.1
  regArea_um2: 601.8
worst_hold_path:
  worst_hold_path_type: "input port to async pin"
critical path, delay by kind of cell, from the launching register on:
| family | cells | cell delay, ns |
|---|---|---|
| and+or+nand+nor | 2 | 0.16 |
| AOI/OAI and AO/OA | 2 | 0.64 |
| adders and majority gates | 1 | 0.20 |
| DFF | 1 | 0.38 |
power by group:
group / internal [uW] / switching [uW]
logic: 1430 / 812
registers: 1350 / 214
clock network: 788 / 341
final timing paths:
kind / startpoint / to / slack [ns] / depth (start not counted)
hold / removal: rst_n / ns[0] / 0.27 / 2
max in group asynchronous: rst_n / tick_counter[0] / 0.50 / 2
setup reg to reg: tick_counter[1] / ns[0] / -0.48 / 5
max in group clk0: cs[1] / tx_done / -0.18 / 3
min in group clk1: tick_counter[5] / tick_counter[5] / 0.54 / 1
min in group clk0: ns[1] / cs[1] / 0.41 / 0
hold reg to reg: ns[1] / cs[1] / 0.41 / 0
setup / recovery: tick_counter[1] / ns[0] / -0.48 / 5
cells in the final DEF, fill, tap and decap left out, types with 4 or more instances in the layout:
cell	Yosys	layout
mux2_4	0	9
a21oi_2	1	4
o21ai_1	1	4
clkbuf_8	0	6
buf_6	2	7
buf_4	0	30
nand2_1	7	5
dfrtp_1	23	23
clkdlybuf4s50_1	0	10
nand2b_1	4	4
through the flow:
stage	total power [uW]	instance area, um2
after CTS	4809	1831
after global routing	5266	1892
after floorplan	2675	1242
after global placement	3519	1655
final	4937	1892
after detailed placement	3520	1655
area by class of cell:
class | count | area share, %
Clock buffer | 6 | 4.365
Clock inverter | 1 | 1.587
Inverter | 2 | 0.3968
Multi-Input combinational cell | 69 | 33.47
Sequential cell | 24 | 31.81
Tap cell | 102 | 6.746
Timing Repair Buffer | 48 | 21.63
what timing repair did:
item                                    4_1_cts  5_1_grt
endpoints found under the setup margin       22       22
pin swaps                                     2        3
buffers inserted                              6        2
hold endpoints to repair                      0        0
gates resized                                15       13
cell families after synthesis:
logic type | synth area share [%]
buffers and inverters | 3.613
AND-OR/OR-AND | 13.39
flip-flops | 51.12
XOR/XNOR | 0.7440
adder cells (fa/ha/maj) | 2.125
multiplexers | 17.00
AND/OR/NAND/NOR | 12.01
metal layers:
layer / track usage, % / vias up / part of all wire (%)
li1: - / 468 / -
met1: 6.733 / 484 / 49
met2: 6.986 / 15 / 46
met3: 1.763 / 4 / 4.1
met4: 0.7435 / 0 / 1.4
met5: 0 / - / 0
sequential cells by signal, indices dropped and copies added (netlist names):
register,count
sent_bits_counter,4
tx,1
reg_tx_done,1
ns,2
data_sent,8
cs,2
tick_counter,6
Power and IR drop assume default switching activity.
