--- flow/run.sh ---
#!/bin/bash
# OpenROAD 26Q1-2900-gdf79404cd8, Yosys 0.63+post, stock flow scripts
make -C /OpenROAD-flow-scripts/flow DESIGN_CONFIG=/design/flow/config.mk WORK_HOME=/design/flow/orfs finish
--- flow/design.v ---
module Baud_Gen(clk,rst_n,tick);
input rst_n,clk;
output reg tick;
parameter CLK_SPEED= 'd100_000000;  
parameter BAUD_RATE= 'd9600;   
parameter Clocks_Per_Bit= CLK_SPEED/(16* BAUD_RATE);  
reg [11:0] counter;  
always @(posedge clk or negedge rst_n) begin
	if (~rst_n) begin
	tick=0;
	counter=1;		
	end
	else if (counter<Clocks_Per_Bit) begin
		counter=counter+1;	
		tick=0;
	end
	else begin
		tick=1;
		counter=1;
	end
end
endmodule
--- flow/constraint.sdc ---
current_design Baud_Gen

set clk_period 2.6
set clk_io_pct 0.2

create_clock -name clk0 -period $clk_period [get_ports {clk}]

set non_clock_inputs [all_inputs -no_clocks]
set_input_delay [expr $clk_period * $clk_io_pct] -clock clk0 $non_clock_inputs
set_output_delay [expr $clk_period * $clk_io_pct] -clock clk0 [all_outputs]
--- flow/config.mk ---
export PLATFORM = sky130hd
export DESIGN_NAME = Baud_Gen
export DESIGN_NICKNAME = Baud_Gen
export VERILOG_FILES = /design/flow/design.v
export SDC_FILE = /design/flow/constraint.sdc
export NUM_CORES = 4
export LEC_CHECK = 1
export CORE_AREA = 10 10 70 70
export DIE_AREA = 0 0 80 80
==> impl_metrics.env <==
# physical design summary
export IMPL_outcome="finished, final reports clean"
export IMPL_path_clk_slew_ns=0.07
export IMPL_maxSlewViolCount=0
export IMPL_ctsHoldBuffers=0
export IMPL_path_buffers=0
export IMPL_finalSetupTns_ns=0
export IMPL_die_w_um=80
export IMPL_h_tree_depth=1
export IMPL_cts_buffers=3
export IMPL_antenna_cells=0
export IMPL_min_delay_start="counter[0]"
export IMPL_syn_avg_cell_area_um2=10.40
export IMPL_wl_per_cell_um=9.073
export IMPL_synth_area_um2=593.1
export IMPL_grt_pass1_wl_mm=1.635
export IMPL_area_leaders="dfrtp_1 (51%), a211oi_1 (5.1%), dfstp_2 (4.4%)"
export IMPL_p_switching_uw=71.03
export IMPL_yosys_area_share_aoi=0.1350
export IMPL_core_area_um2=3416
export IMPL_relSlewSlack=0.5747
export IMPL_io_pins=3
export IMPL_place_area_um2=670.6
export IMPL_synthDominantCellAreaShare=0.5063
export IMPL_grt_setup_unrepaired="no"
export IMPL_worst_path_max_fanout=10
export IMPL_ys_sh_simple=0.2236
export IMPL_p_leak_uw=0.0002421
export IMPL_synth_area_yosys_um2=593.1
export IMPL_fin_crit_ns=1.787
export IMPL_fin_skew_ns=0.004264
export IMPL_drtIter0Drc=5
export IMPL_hold_end="counter[0]"
export IMPL_path_cells="ha_1, o21ai_0, a211oi_2, nor3_1"
export IMPL_finalSetupViolCount=0
export IMPL_edf_count=0
export IMPL_gr_total_overflow=0
export IMPL_ys_warn_count=1
export IMPL_place_gp_congestion=0.7756
export IMPL_r2r_end="counter[2]"
export IMPL_die_area_um2=6400
export IMPL_cp_top_family="AND-OR/OR-AND gates"
export IMPL_period_used=0.6873
export IMPL_intPower_uw=273.4
export IMPL_fillers=389
export IMPL_powerDensity_nw_per_um2=494.2
export IMPL_maxCapViolations=0
export IMPL_area_growth_pct=17.51
export IMPL_ys_sh_adder=0.02110
export IMPL_ys_cells=57
export IMPL_crit_arrival_ns=1.91
export IMPL_rows=21
export IMPL_port_buffer_count=2
export IMPL_r2r_start="counter[0]"
export IMPL_antenna_found_initial=0
export IMPL_synth_cellmix_xorXnorShare=0.04430
export IMPL_power_share_switching=0.2062
export IMPL_warning_count=25
export IMPL_reg2reg_slack_ns=0.81
export IMPL_tightest_slew_ns=0.6368
export IMPL_hpwl_um=711.1
export IMPL_post_cts_resized=0
export IMPL_clockBufferDepth=2
export IMPL_cts_setup_buffers=0
export IMPL_synthArstFlopShare=1.000
export IMPL_pwr_share_comb=0.048
export IMPL_r2r_cells=4
export IMPL_grtUsageTotal=0.03205
export IMPL_drive_above_1_share=0.09524
export IMPL_firstDrtPassIters=3
export IMPL_flop_cell="dfrtp_1"
export IMPL_grt_start_max_net_pins=14
export IMPL_most_common_cell="dfrtp_1"
export IMPL_holdWs_ns=0.4905
export IMPL_ys_types=25
export IMPL_cpPeakStageDelay_ns=0.57
export IMPL_synth_ff_latch_count=13
export IMPL_ant_nets=0
export IMPL_fin_ws_ns=0.8130
export IMPL_drc=0
export IMPL_fp_util=0.1736
export IMPL_fmax_mhz=559.6
export IMPL_dpl_worst_slack_ns=0.8580
export IMPL_clock_latency_ns=0.27
export IMPL_cts_sinks=13
export IMPL_wl_um=989
export IMPL_vias=416
export IMPL_hold_viol=0
export IMPL_synthCells=57
export IMPL_grt_pass1_vias=347
export IMPL_largest_area_cell="dfrtp_1"
export IMPL_end_kind="register"
export IMPL_cts_tree="built"
export IMPL_common_cells="dfrtp_1 (12), o21ai_0 (5), a211oi_1 (4), nand3_1 (4), or3_1 (4)"
export IMPL_final_area_um2=696.9
export IMPL_crit_type="reg2reg"
export IMPL_via_per_inst=3.817
export IMPL_synth_seq_share=0.5506
export IMPL_cts_root_buf="clkbuf_4"
export IMPL_holdPathStages=1
export IMPL_critPathRequiredTime_ns=2.72
export IMPL_muxShareOfSynthArea=0
export IMPL_top_logic_kind="simple AND/OR/NAND/NOR gates"
export IMPL_crit_path_start_kind="register"
export IMPL_hp_class="reg2reg"
export IMPL_seqPwrFrac=0.612
export IMPL_die_y_um=80
export IMPL_vdd_ir_drop_max_mv=0.3543
export IMPL_power_frac_clock=0.340
export IMPL_cp_slowest_cell="a211oi_2"
==> kinds of logic after synthesis <==
logic type      after synthesis
compound gates               12
xor+xnor                      3
simple gates                 24
buf+inv                       3
flops                        13
fa+ha+maj                     1
other cells                   1
==> layout make-up <==
type	count	area [um2]	area share
Inverter	2	7.507	0.01077
Timing Repair Buffer	2	20.02	0.02873
Sequential cell	13	326.6	0.4686
Tap cell	46	57.56	0.08259
Multi-Input combinational cell	42	259.0	0.3716
Clock buffer	4	26.28	0.03770
==> registers in the layout, summed over array words and instances, names as in the netlist <==
register	flops
counter	12
tick	1
==> worst max path at each step <==
stage | to | slack (ns) | from | cells after the start
6_report | counter[2] | 0.81 | counter[0] | 4
5_1_grt | counter[3] | 0.72 | counter[0] | 4
4_1_cts | counter[2] | 0.84 | counter[0] | 4
==> metrics by stage <==
stage | std cells | power (uW) | util
2_1_floorplan | 58 | 222.5 | -
3_3_place_gp | 105 | 230.7 | 0.1963
3_5_place_dp | 105 | 231.8 | 0.1963
4_1_cts | 109 | 351.0 | 0.2040
5_1_grt | 109 | 365.3 | 0.2040
6_report | 109 | 344.4 | 0.2040
==> cell usage in the layout (no fill, tap or decap), types with 2 or more instances in the layout <==
master,n
conb_1,2
xor2_1,2
clkdlybuf4s50_1,2
nand3_1,4
inv_1,2
nor3_1,3
dfrtp_1,12
o21ai_0,5
clkbuf_4,3
a211oi_1,4
or3_1,4
nor2_1,3
nand2_1,3
==> power by group through the flow <==
stage / Sequential, uW / Clock, uW / Combinational [uW]
final: 211 / 117 / 16.6
after global routing: 211 / 134 / 19.5
after CTS: 211 / 123 / 17.2
==> per-layer routing <==
metal	wire, um	part of all wire	vias up	track usage
li1	-	-	217	-
met1	546	0.55	193	0.04795
met2	375	0.38	6	0.03852
met3	68	0.069	0	0.02045
met4	0	0	0	0.001761
met5	0	0	-	0
Power figures rest on the tool's default switching activity, not on a simulated workload.
